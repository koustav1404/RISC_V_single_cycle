**/design/flow/design.v**
```verilog
module rv32i_v1(instr,write,data_in,data_addr,data_out,clk,pc);
    input [31:0] instr;
    input  clk;
    output reg[31:0]pc;
    initial pc = 32'h00000000;
    output reg write;
    input [31:0] data_in;
    output reg [31:0] data_addr;
    output reg [31:0] data_out;
    reg [31:0]r[0:31];
    initial  r[0] = 32'h00000000;
    reg jmp_br; 
    initial jmp_br = 1'b0;
    always @(posedge clk ) begin
        if (~jmp_br)pc = pc + 1;
    end
    always @(instr) 
    begin
        case (instr[6:0])
        7'b0110011:
        begin
        jmp_br = 1'b0;
        write = 1'b0;
        data_addr = 32'hZZZZZZZZ;
        data_out = 32'hZZZZZZZZ;
        if (instr[11:7] == 5'b00000)
        r[0] = 32'h00000000;
        else
        begin
        case(instr[14:12])
	        3'b000: r[instr[11:7]] = (instr[30] & instr[5]) ? (r[instr[19:15]]-r[instr[24:20]]) : (r[instr[19:15]]+r[instr[24:20]]);
	        3'b001: r[instr[11:7]] = r[instr[19:15]] << r[instr[24:20]][4:0];
	        3'b010: r[instr[11:7]] = ($signed(r[instr[19:15]]) < $signed(r[instr[24:20]]));
	        3'b011: r[instr[11:7]] = (r[instr[19:15]] < r[instr[24:20]]);
	        3'b100: r[instr[11:7]] = (r[instr[19:15]] ^ r[instr[24:20]]);
	        3'b101: r[instr[11:7]] = instr[31]? ($signed(r[instr[19:15]]) >>> r[instr[24:20]][4:0]) : (r[instr[19:15]] >> r[instr[24:20]][4:0]); 
	        3'b110: r[instr[11:7]] = (r[instr[19:15]] | r[instr[24:20]]);
	        3'b111: r[instr[11:7]] = (r[instr[19:15]] & r[instr[24:20]]);	
        endcase
        end
        end
        7'b0010011:
        begin
        jmp_br = 1'b0;
        write = 1'b0;
        data_addr = 32'hZZZZZZZZ;
        data_out = 32'hZZZZZZZZ;
        if (instr[11:7] == 5'b00000)
        r[0] = 32'h00000000;
        else
        begin
        case(instr[14:12])
	        3'b000: r[instr[11:7]] = (instr[30] & instr[5]) ? (r[instr[19:15]]-{{21{instr[31]}},instr[30:20]}) : (r[instr[19:15]]+{{21{instr[31]}},instr[30:20]});
	        3'b001: r[instr[11:7]] = r[instr[19:15]] << instr[24:20];
	        3'b010: r[instr[11:7]] = ($signed(r[instr[19:15]]) < $signed({{21{instr[31]}},instr[30:20]}));
	        3'b011: r[instr[11:7]] = (r[instr[19:15]] < {{21{instr[31]}},instr[30:20]});
	        3'b100: r[instr[11:7]] = (r[instr[19:15]] ^ {{21{instr[31]}},instr[30:20]});
	        3'b101: r[instr[11:7]] = instr[31]? ($signed(r[instr[19:15]]) >>> instr[24:20]) : (r[instr[19:15]] >> instr[24:20]); 
	        3'b110: r[instr[11:7]] = (r[instr[19:15]] | {{21{instr[31]}},instr[30:20]});
	        3'b111: r[instr[11:7]] = (r[instr[19:15]] & {{21{instr[31]}},instr[30:20]});	
        endcase
        end
        end
        7'b0000011:
        begin
        jmp_br = 1'b0;
        write = 1'b0;
        data_addr = r[instr[19:15]]+{{21{instr[31]}},instr[30:20]};
        if (instr[11:7] == 5'b00000)
        r[0] = 32'h00000000;
        else
        begin
        case(instr[14:12])
            3'b000: r[instr[11:7]] = {{24{data_in[7]}},data_in[7:0]}; 
            3'b001: r[instr[11:7]] = {{16{data_in[15]}},data_in[15:0]}; 
            3'b010: r[instr[11:7]] = data_in;
            3'b100: r[instr[11:7]] = {24'h000000,data_in[7:0]}; 
            3'b101: r[instr[11:7]] = {16'h0000,data_in[15:0]}; 
        endcase
        end
        end
        7'b0100011:
        begin
        data_addr = r[instr[19:15]]+{{21{instr[31]}},instr[30:25],instr[11:7]};
        jmp_br = 1'b0;
        write = 1'b1;
        begin
        case(instr[14:12])
            3'b000: data_out = {{24{r[instr[24:20]][7]}},r[instr[24:20]][7:0]}; 
            3'b001: data_out = {{16{r[instr[24:20]][15]}},r[instr[24:20]][15:0]}; 
            3'b010: data_out = r[instr[24:20]]; 
        endcase
        end
        end
        7'b1100011:
        begin
        write = 1'b0;
            case(instr[14:12])
            3'b000: begin  if (r[instr[19:15]] == r[instr[24:20]]) begin jmp_br = 1'b1; pc = pc + {{20{instr[31]}},instr[7],instr[30:25],instr[11:8],1'b0}; end else jmp_br = 1'b0; end
            3'b001: begin  if (r[instr[19:15]] != r[instr[24:20]]) begin jmp_br = 1'b1; pc = pc + {{20{instr[31]}},instr[7],instr[30:25],instr[11:8],1'b0}; end else jmp_br = 1'b0; end
            3'b100: begin  if (r[instr[19:15]] < r[instr[24:20]]) begin jmp_br = 1'b1; pc = pc + {{20{instr[31]}},instr[7],instr[30:25],instr[11:8],1'b0}; end else jmp_br = 1'b0; end
            3'b101: begin  if (r[instr[19:15]] >= r[instr[24:20]]) begin jmp_br = 1'b1; pc = pc + {{20{instr[31]}},instr[7],instr[30:25],instr[11:8],1'b0}; end else jmp_br = 1'b0; end
            3'b110: begin  if (r[instr[19:15]] < r[instr[24:20]]) begin jmp_br = 1'b1; pc = pc + {{20{instr[31]}},instr[7],instr[30:25],instr[11:8],1'b0}; end else jmp_br = 1'b0; end 
            3'b000: begin  if (r[instr[19:15]] >= r[instr[24:20]]) begin jmp_br = 1'b1; pc = pc + {{20{instr[31]}},instr[7],instr[30:25],instr[11:8],1'b0}; end else jmp_br = 1'b0; end            
	    endcase
        end
        7'b1101111:
        begin
            write = 1'b0;
            jmp_br = 1'b1; 
            r[instr[11:7]] = (instr[11:7] == 5'b00000) ? 32'h00000000:(pc+1);
            pc = pc + {{12{instr[31]}},instr[19:12],instr[20],instr[30:21],1'b0};
        end
        7'b1100111:
        begin
            write = 1'b0;
            jmp_br = 1'b1; 
            r[instr[11:7]] = (instr[11:7] == 5'b00000) ? 32'h00000000:(pc+1);
            pc = r[instr[19:15]] + {{21{instr[31]}},instr[30:20]};
        end
        7'b0110111:
        begin
            write = 1'b0;
            jmp_br = 1'b0;
            r[instr[11:7]] = (instr[11:7] == 5'b00000) ? 32'h00000000:{instr[31],instr[30:12],{12{1'b0}}};
        end
        7'b0010111:
        begin
            write = 1'b0;
            jmp_br = 1'b0;
            r[instr[11:7]] = (instr[11:7] == 5'b00000) ? 32'h00000000:(pc+{instr[31],instr[30:12],{12{1'b0}}});
        end
        default: begin
            jmp_br = 1'b0;
            write = 1'b0;
            data_addr = 32'hZZZZZZZZ;
            data_out = 32'hZZZZZZZZ;
        end
    endcase
    end    
endmodule
```
**/design/flow/run.sh**
```bash
#!/bin/bash
# OpenROAD 26Q1-2900-gdf79404cd8, Yosys 0.63+post, stock flow scripts
make -C /OpenROAD-flow-scripts/flow DESIGN_CONFIG=/design/flow/config.mk WORK_HOME=/design/flow/orfs finish
```
**/design/flow/config.mk**
```make
export PLATFORM = sky130hd
export DESIGN_NAME = rv32i_v1
export DESIGN_NICKNAME = rv32i_v1
export VERILOG_FILES = /design/flow/design.v
export SDC_FILE = /design/flow/constraint.sdc
export NUM_CORES = 4
export LEC_CHECK = 1
export CORE_UTILIZATION = 30
```
**/design/flow/constraint.sdc**
```tcl
current_design rv32i_v1

set clk_period 7.0
set clk_io_pct 0.2

create_clock -name clk0 -period $clk_period [get_ports {clk}]

set non_clock_inputs [all_inputs -no_clocks]
set_input_delay [expr $clk_period * $clk_io_pct] -clock clk0 $non_clock_inputs
set_output_delay [expr $clk_period * $clk_io_pct] -clock clk0 [all_outputs]
```
==> notes.org <==
* Flow results

** Logic synthesis
- Leading register cell type out of synthesis :: sky130_fd_sc_hd__dlxtn_1
- The synthesis report gives the async set-or-reset register share as 0%.
- In the Yosys report the total cell count is 11760.
- Counting flops and latches in the post-synthesis netlist gives 1153.
- According to the Yosys statistics, the synthesized design has a chip area of 76240 um^2.
- The synthesized netlist contains 104 unique library cells.
- Synth warn :: 8
- Number of synthesized flops with an enable pin :: 32

** Outcome
- Exit stage :: 1_2_yosys
- Result of the run :: aborted with a tool error
- First logged error message :: ERROR: Found 32 problems in 'check -assert'.
## cells in the mapped netlist, drive strengths merged, types with 27 or more instances
| cell type | instances | area, um^2 |
|---|---|---|
| inv | 194 | 728.2 |
| and3 | 236 | 1476 |
| a211oi | 91 | 693.2 |
| nor4 | 163 | 1057 |
| mux2i | 73 | 743.2 |
| a22o | 40 | 350.3 |
| a21o | 94 | 705.7 |
| a21oi | 1172 | 5877 |
| a221oi | 62 | 580.6 |
| nand4 | 181 | 1132 |
| o31ai | 39 | 292.8 |
| xor2 | 62 | 543.0 |
| nor3 | 154 | 800.8 |
| ha | 278 | 3478 |
| o221ai | 46 | 402.9 |
| nand2 | 1333 | 5006 |
| o21a | 27 | 202.7 |
| edfxtp | 32 | 960.9 |
| a31oi | 97 | 625.6 |
| nand2b | 35 | 219.0 |
| o211ai | 103 | 773.2 |
| buf | 333 | 1627 |
| o22ai | 383 | 2396 |
| nand3 | 652 | 3263 |
| a2111oi | 82 | 793.3 |
| a22oi | 655 | 4917 |
| o21bai | 39 | 292.8 |
| o21ai | 1325 | 6643 |
| or4 | 43 | 322.8 |
| clkbuf | 802 | 3020 |
| nor2b | 42 | 262.8 |
| and4 | 33 | 289.0 |
| xnor2 | 129 | 1130 |
| nor2 | 1264 | 4772 |
| dlxtn | 1121 | 16800 |
## cell families after synthesis
| family | Yosys count | synth area share [%] |
|---|---|---|
| buffers and inverters | 1331 | 7.060 |
| XOR/XNOR | 191 | 2.194 |
| AND/OR/NAND/NOR | 4269 | 25.69 |
| flip-flops | 32 | 1.260 |
| multiplexers | 81 | 1.137 |
| adder cells (fa/ha/maj) | 286 | 4.772 |
| AND-OR/OR-AND | 4447 | 35.81 |
| latches | 1121 | 22.04 |
